==> flow/config.mk <==
export PLATFORM = sky130hd
export DESIGN_NAME = moore_fsm
export DESIGN_NICKNAME = moore_fsm
export VERILOG_FILES = /design/flow/design.v
export SDC_FILE = /design/flow/constraint.sdc
export NUM_CORES = 4
export LEC_CHECK = 1
export CORE_AREA = 10 10 70 70
export DIE_AREA = 0 0 80 80
==> flow/constraint.sdc <==
current_design moore_fsm

set clk_period 1.0
set clk_io_pct 0.2

create_clock -name clk0 -period $clk_period [get_ports {clk}]

set non_clock_inputs [all_inputs -no_clocks]
set_input_delay [expr $clk_period * $clk_io_pct] -clock clk0 $non_clock_inputs
set_output_delay [expr $clk_period * $clk_io_pct] -clock clk0 [all_outputs]
==> flow/design.v <==
module moore_fsm(
    input wire clk,
    input wire rst,
    input wire inp,
    output reg outp
);
    localparam S0 = 3'b000;
    localparam S1 = 3'b001;
    localparam S2 = 3'b010;
    localparam S3 = 3'b011;
    localparam S4 = 3'b100;
    reg [2:0] state, next_state;
    always @(posedge clk or posedge rst) begin
        if (rst)
            state <= S0;
        else
            state <= next_state;
    end
    always @(*) begin
        case (state)
            S0: next_state = (inp) ? S1 : S0;
            S1: next_state = (inp) ? S2 : S0;
            S2: next_state = (inp) ? S2 : S3;
            S3: next_state = (inp) ? S4 : S0;
            S4: next_state = (inp) ? S1 : S0;
            default: next_state = S0;
        endcase
    end
    always @(*) begin
        case (state)
            S0: outp = 0;
            S1: outp = 0;
            S2: outp = 0;
            S3: outp = 0;
            S4: outp = 1;
            default: outp = 0;
        endcase
    end
endmodule
==> flow/run.sh <==
#!/bin/bash
# OpenROAD 26Q1-2900-gdf79404cd8, Yosys 0.63+post, stock flow scripts
make -C /OpenROAD-flow-scripts/flow DESIGN_CONFIG=/design/flow/config.mk WORK_HOME=/design/flow/orfs finish
==> notes.md <==
Notes on the flow run.

- The root cell of the clock tree is clkbuf_4, for reference.
- The finished layout holds ~67 standard cells, fillers aside.
- The worst voltage drop across the vdd grid is 0.0002306 V, for reference.
- The capturing element type of the critical path is a flop, for reference.
- For the completed layout, the total cell area is recorded as between 300 and 400 sq um.
- The mean instance size in the synthesized netlist is approximately 14 sq um, for reference.
- Per the placement log, port buffering inserted 3 buffers.
- The mean number of vias per cell is around 1.8, for reference.
- Across all checked pins, the minimum headroom to the slew limit is around 88%.
- The power per unit of standard cell area is approximately 1700 nW/um^2, for reference.
- The via count of the routed design is between 100 and 150, for reference.
- Ranked by flip-flop count, first place goes to state.
- The number of CTS-inserted buffers is 3, for reference.
- The run finished with clean final reports.
- The post-detailed-routing wire length is 362 um, for reference.
- In the final layout, the registers with the most flip-flops are state (5).
- The first detailed-routing pass took 2 iterations.
- The share of the core filled by cells before placement is just under 5%, for reference.
- STA classifies the critical path startpoint as a flop.
- The number of hold buffers added after CTS was 0.
- In this run the horizontal extent of the chip is approximately 80 um.
- The count of state elements after synthesis is 5, for reference.
- Per the post-synthesis report, the number of cells in the design is 12.
- The worst-path maximum fanout is 2, for reference.
- The critical path start-end classification is flop to flop, for reference.
- The warning tally printed by Yosys for this design is 1.
- The count of nets left with antenna violations once routing finished came out at 0.
- The final timing report lists a max-slew violation count of 0.
- From synthesis to final layout, the design area changed by 82.84%.
- The number of warnings reported in the stage logs is 26.
- The average detailed-routed wire length per instance is ~5.4 um, for reference.
- The standard cell area after detailed placement is 262.8 sq um, for reference.
- The CTS tree is yes, for reference.
- Per the gpl log, the routability congestion estimate is slightly above 0.6.
- Of the available clock period, the critical path in the final layout requires between 90% and 100%.
- The die is roughly 80 um tall.
- The fraction of layout cells with a size suffix above 1 is 38.10%, for reference.
- The clock input transition at the sequential cells of the worst setup and hold paths is around 0.040 ns, for reference.
- The floorplan has 21 rows.
- The share of synthesized area occupied by flip-flops and latches is 75.37%, for reference.
- The synthesized netlist occupies a cell area of ~170 sq um.
- The final antenna diode tally reported by the flow is 0.
- Setup repair after global routing left no endpoint under its margin.
- Counting along the longest clock path gives a buffer depth of 2.
- The global-route wire length before repair is roughly 610 um, for reference.
- The chip area line in the Yosys stat output reads between 150 and 200 sq um.
- The largest net degree at the start of global routing is 6, for reference.
- The hold violation total from the final report is 0, for reference.
- The number of flip-flops in the largest register is 5, for reference.
- The number of global-route vias before repair is around 150.
- The H-tree level count is 1, for reference.
- As reported, the later end of the worst-skew pair has a clock insertion delay of between 0.2 and 0.25 ns.
- The cell count after placement is between 60 and 70, for reference.
- At the worst endpoint, the arrival time is ~1.0 ns.
- The transition at the pin with the smallest max-transition slack is around 0.18 ns, for reference.
- In this run, distinct cell masters in the synthesized netlist total 8.
- The overall power consumption is roughly 0.00051 W, for reference.
- The maximum clock skew at final layout is 0.004030 ns, for reference.
- The cell total in the yosys stat output is 12, for reference.
- The number of antenna violations at the first check in global routing is 0.
- The analysis attributes to cell leakage a power of 0.1293 nW.
- From the final report, the count of setup violators was given as 0.
- The floorplan report gives the top-level pin count as 4.
- The overflow left after global routing is 0, for reference.
- The script parses the final routing iteration and logs DRC violations as 0.
- The achievable frequency is between 1000 and 1500 MHz, for reference.
- Per the OpenROAD floorplan log, the area of the core is about 3400 sq um.
- The first-iteration detailed-routing DRC count is 11, for reference.
- The class of the tightest hold or removal check is primary input to async pin, for reference.
- The floorplan step defined a die boundary enclosing between 6000 and 7000 sq um.
- The tool flagged a number of max-cap violations equal to 0.
- CTS saw 5 sinks.
- The all-layer global routing usage is 1.394%, for reference.
- The worst path required time is between 1 and 1.5 ns, for reference.
- The post-route minimum period is 0.9104 ns, for reference.
-- layout make-up --
cell class | count | area [sq um]
tap | 46 | 57.56
inverter | 1 | 3.754
fill | 407 | 3109
multi-input combinational | 6 | 52.55
clock buffer | 4 | 26.28
timing repair buffer | 5 | 40.04
sequential | 5 | 126.4
-- cell families after synthesis --
logic type / share of synthesized area (%)
and+or+nand+nor: 13.44
AOI/OAI and AO/OA: 8.953
DFF: 75.38
buffers and inverters: 2.237
-- critical path, cell delays in order (launching register included) --
cell     delay (ns)
dfrtp_1        0.36
buf_4          0.13
buf_4          0.13
o21a_1         0.18
-- cells in the mapped netlist (all sizes together) --
library cell / number / area (sq um)
dfrtp: 4 / 100.1
o21a: 2 / 15.01
and2: 1 / 6.260
dfstp: 1 / 26.28
inv: 1 / 3.750
nor2: 1 / 3.750
nor2b: 1 / 6.260
nor4: 1 / 6.260
-- metal layers --
metal	up-vias	GRT usage, %	wire [um]
met4	0	0.3521	0
met3	0	2.955	126
met2	8	1.204	100
met5	-	0	0
met1	55	1.141	136
li1	56	-	-
-- report_power, final --
group / leakage, nW / switching (W) / internal (W) / total (W)
Combinational: 0.0485 / 0.0000142 / 0.0000327 / 0.0000468
Clock: 0.0150 / 0.0000820 / 0.000151 / 0.000233
Sequential: 0.0658 / 0.0000119 / 0.000221 / 0.000233
-- repair_timing --
action	in CTS	in global routing
setup endpoints to repair	1	2
hold endpoints to repair	0	0
pin swaps	1	2
buffers inserted	1	0
gates resized	3	2
-- path summary, 6_finish.rpt --
kind / from / to / slack (ns) / cells past startpoint
max: state[1]$_DFF_PP0_ / state[3]$_DFF_PP0_ / 0.09 / 3
min: rst / state[1]$_DFF_PP0_ / 0.16 / 2
min reg2reg: state[2]$_DFF_PP0_ / state[2]$_DFF_PP0_ / 0.48 / 1
max in group asynchronous: rst / state[0]$_DFF_PP1_ / 0.61 / 2
max reg2reg: state[1]$_DFF_PP0_ / state[3]$_DFF_PP0_ / 0.09 / 3
min in group clk0: state[2]$_DFF_PP0_ / state[2]$_DFF_PP0_ / 0.48 / 1
-- layout by cell type, fill, tap and decap left out, drive strengths merged --
cell type,instances
nor4,1
buf,2
dfstp,1
nor2,1
inv,1
clkbuf,5
dfrtp,4
nor2b,1
and2,1
o21a,2
clkdlybuf4s50,2
-- per-stage QoR --
stage	hold slack [ns]	setup WS [ns]	util [%]	TNS, ns
final	0.1603	0.08955	8.974	0
after global routing	0.1769	0.05952	8.974	0
after CTS	0.1681	-0.008695	8.864	-0.008695
after detailed placement	0.4276	0.006848	7.692	0
after global placement	0.4082	0.01067	7.692	0
after floorplan	-0.02221	0.2589	-	0
Power is estimated from default activity; no workload was simulated.
